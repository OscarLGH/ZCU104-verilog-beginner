<file path="design/flow/run.sh">
#!/bin/bash
# OpenROAD 26Q1-2900-gdf79404cd8, Yosys 0.63+post, stock flow scripts
make -C /OpenROAD-flow-scripts/flow DESIGN_CONFIG=/design/flow/config.mk WORK_HOME=/design/flow/orfs finish
</file>
<file path="design/flow/config.mk">
export PLATFORM = sky130hd
export DESIGN_NAME = button_ctrl
export DESIGN_NICKNAME = button_ctrl
export VERILOG_FILES = /design/flow/design.v
export SDC_FILE = /design/flow/constraint.sdc
export NUM_CORES = 4
export LEC_CHECK = 1
export CORE_UTILIZATION = 30
</file>
<file path="design/flow/constraint.sdc">
current_design button_ctrl

set clk_period 6.3
set clk_io_pct 0.2

create_clock -name clk0 -period $clk_period [get_ports {clk}]

set non_clock_inputs [all_inputs -no_clocks]
set_input_delay [expr $clk_period * $clk_io_pct] -clock clk0 $non_clock_inputs
set_output_delay [expr $clk_period * $clk_io_pct] -clock clk0 [all_outputs]
</file>
<file path="design/flow/design.v">
`timescale 1ns / 1ps
module led(
    input clk,
    input reset,
    input [4:0] fun,
    output [3:0] led_out
    );
    reg [31:0] counter;
    reg [3:0] led_reg;
    reg [5:0] shift;
    always @(posedge clk) begin
        if (reset) begin
            counter <= 32'hffffffff;
        end else begin
            counter <= counter + 1;
        end
        shift <= fun;
        led_reg <= (counter >> shift);
    end
    assign led_out = led_reg;
endmodule
module button_ctrl (
    input clk,
    input push_button_1,
    input push_button_2,
    input reset,
    output [4:0] fun
    );
    reg [4:0] shift;
    reg [1:0] in;
    reg [31:0] counter1_high;        
    reg [31:0] counter2_high;        
    parameter key_delay = 31250000;
    always @(posedge clk) begin
         if (push_button_1 == 1'b1) begin
             counter1_high <= counter1_high + 1;
             if (counter1_high == key_delay) begin
                 in[0] <= 1;
                 counter1_high <= 0;
             end else begin
                 in[0] <= 0;
             end
         end else begin
             counter1_high <= 0;
             in[0] <= 0;
         end
     end
     always @(posedge clk) begin
          if (push_button_2 == 1'b1) begin
               counter2_high <= counter2_high + 1;
               if (counter2_high == key_delay) begin
                    in[1] <= 1;
                    counter2_high <= 0;
               end else begin
                    in[1] <= 0;
               end
          end else begin
              counter2_high <= 0;
              in[1] <= 0;
          end
     end
     always @(posedge clk) begin
         if (reset) begin
             shift <= 26;
         end else begin
             case (in)
                 2'b01 : shift <= shift + 1;
                 2'b10 : shift <= shift - 1;
                 default : shift <= shift;
             endcase
         end
     end
     assign fun = shift;
endmodule
module led_demo(
    input clk_p,
    input clk_n,
    input reset,
    input push_button_1,
    input push_button_2,
    output [3:0] led_out
);
    wire [4:0] btn_out;
    wire clk;
    IBUFGDS clkgen(.O(clk),.I(clk_p),.IB(clk_n));
    button_ctrl bt_ctrl(.clk(clk), .push_button_1(push_button_1), .push_button_2(push_button_2), .reset(reset), .fun(btn_out));
    led led0(.clk(clk), .reset(reset), .fun(btn_out), .led_out(led_out));
endmodule
</file>
==> run notes <==
Status on the layout run. Number of buffers inserted for hold repair after clock tree synthesis landed at 0. Leakage component of the power landed at roughly 1.4 nW. Per the breakdown, switching nets consume approximately 20% of all power. The worst register-to-register path has a setup slack of slightly above 4000 ps. Internal cell power landed at 0.8016 mW.

Chip area landed at 12240 µm². Summing every instance area after synthesis gives roughly 3500 µm². Worst clock skew landed at about 7.0 ps. Per the skew report, the later register of the worst-skew pair sees a clock latency of roughly 320 ps. Tally of yosys warning messages landed at 1. For the worst reg-to-reg path, the startpoint reported by OpenROAD is counter1_high[7]$_SDFF_PP0_. Number of I/O pins landed at 9. Smallest setup slack after layout landed at approximately 3700 ps. Share of synthesized cell area in and-or and or-and compound cells landed at about 5.5%. Net switching power of the design landed at 0.1995 mW. Post-cts gate resize count landed at 0.

Number of core rows landed at 39. STA classifies the critical path startpoint as a flop. Highest attainable clock frequency landed at a little under 400 MHz. Total setup buffers inserted after CTS landed at 0. Number of violations reported at the end of detailed-routing iteration 0 landed at between 200 and 250. Post-synthesis register bit count landed at approximately 71. Total global routing overflow landed at 0. For the worst min-delay path, the startpoint reported by OpenROAD is counter2_high[0]$_SDFF_PP0_.

The timing report attributes the biggest portion of critical-path delay to buffers and inverters. The initial antenna violation count was 0. Per the timing report, the biggest fanout along the worst path comes to 8.

The worst register-to-register path has a depth of 5. Hold-critical path depth landed at 1. Parity-gate share of the synthesized area counting xor and xnor cells landed at 14.10%.

Area fraction in mux cells landed at 0%. Sequential fraction of the synthesis area landed at between 40 and 50%. Peak ir drop on the vdd network landed at roughly 0.14 mV. Hold slack landed at between 400 and 500 ps.

Prior to clock tree synthesis, the placed netlist has a worst setup slack of 3867 ps. Detailed placer's ending HPWL landed at 4.661 mm. Global placement routability congestion landed at roughly 0.84. Area of all sequential standard cells landed at ~1400 µm². Post-detailed-route via-to-cell ratio landed at roughly 5. At the pin with the least slew margin, the transition time is 786.1 ps. In this run the critical register-to-register path is captured at counter1_high[22]$_SDFF_PP0_.

Per the run report, area growth between synthesis and finish was 13.32%. OpenROAD emitted warnings numbering 28. Per the detail_route report, inserted antenna diodes total 0. Per the CTS log, the maximum H-tree level is 3. Clock network fraction of design power landed at between 50% and 60%. Sequential power share landed at roughly 46%. Hold violation total from the final report landed at 0. Once detail routing completed, the nets flagged for antenna violations numbered 0. In this run, synthesis inferred 0 flip-flops with an integrated enable.

Per the detail_route report, routed wire per instance is roughly 12 µm. After routing, the total negative slack on setup checks comes to 0 ps. Maximum clock insertion buffer count landed at 2. Core occupancy in the finished layout landed at 34.99%. The critical path in this run is classified as flop to primary output.

Post-synthesis simple-gate area fraction landed at 33.07%. Post-synth the commonest register cell is sky130_fd_sc_hd__dfxtp_1. In the final layout, the share of cells above drive strength 1 is 6.132%. Worst-case headroom to the max-slew limit landed at 47.16%. For the worst setup path, the data arrival time is 1300 ps.

Per the final report, max-transition violations number 0. Cell count listed in synth_stat.txt landed at approximately 420. Ranked by total cell area, the synthesized netlist is headed by sky130_fd_sc_hd__dfxtp_1 40%, sky130_fd_sc_hd__xor2_1 8.2%, sky130_fd_sc_hd__nor2_1 7.4%, sky130_fd_sc_hd__xnor2_1 5.9%, sky130_fd_sc_hd__nand4_1 5.5%.

Die width landed at ~110 µm. Combinational power share landed at around 2.5%. For this run, the detailed router's first-pass iteration total came to 4.

Per the run summary, max-cap violations total 0. Adder-cell share of the synthesized area landed at approximately 2.5%. The largest individual stage delay along the critical path comes from the cell sky130_fd_sc_hd__clkdlybuf4s50_1.

Area inside the core boundary landed at about 11000 µm². The timing report gives the biggest stage delay along the critical path as slightly above 500 ps. DRC violation count after routing landed at 0. Number of I/O port buffers landed at 8.

For reference, the critical path cell chain is clkdlybuf4s50_1. The number of clock sinks came to 71. Grouping non-sequential cells by family puts the most area in simple AND/OR/NAND/NOR gates. The script reports the combined buffer and inverter count of the critical path as 1. The tree is rooted in a sky130_fd_sc_hd__clkbuf_16.

After filler insertion, the fill cell instance count of the layout stands at 1128. Per-instance average area after synthesis landed at 8.512 µm². Measured along the y axis, the die boundary spans 110.6 µm. The final critical path takes up 40.64% of the cycle. Cell count after synthesis landed at about 420.

Minimum period implied by the final worst setup slack landed at 2560 ps. Maximum number of pins on one net before global-route repair landed at 33. In the final layout, the multi-input gates occupy ~2000 µm². Total global-route track usage over all layers is approximately 11%. Total wire length landed at approximately 6.8 mm.

The last timing report of the flow puts the setup violation total at 0. Looking at area per cell type in the netlist, the leader is sky130_fd_sc_hd__dfxtp_1. Clock input transition at the sequential cells of the worst setup and hold paths landed at approximately 50 ps. Global-route wire length before repair landed at 11.97 mm. Share of the synthesized area in the top cell type landed at between 40% and 50%. The initial utilization of the core area, before any placement, comes to 30.88%. Via count of the first global-routing pass landed at roughly 2600. Setup repair after global routing left no endpoint under its margin.

The number of different library cells used by synthesis comes to 43. Required arrival time at the worst endpoint landed at about 5000 ps. The run finished with clean final reports. The flow reported a cell area power density of 249.5 nW/µm².

TritonCTS created 9 clock buffers. TritonCTS built the clock tree. Hold analysis lists the worst path endpoint as counter2_high[0]$_SDFF_PP0_.

Total power landed at around 1.0 mW. The synthesis report gives the async set-or-reset register share as 0%. The chip area line in the Yosys stat output reads 3541 µm².

Note that the worst hold path type here is flop to flop. Summing over every cut layer, the via total after detailed routing is between 2000 and 3000. The worst setup path is captured at a primary output.
-- cells in the mapped netlist (all sizes together) (7+ instances only) --
master / count
a21oi: 8
and3: 13
and4: 8
buf: 12
dfxtp: 71
ha: 7
inv: 16
nand2: 23
nand3: 23
nand4: 32
nor2: 72
nor3: 11
nor4: 15
xnor2: 24
xor2: 33
-- per-stage QoR --
step	cells	cell area [µm²]
6_report	567	4013
5_1_grt	567	4013
4_1_cts	567	4013
3_5_place_dp	551	3702
3_3_place_gp	551	3702
2_1_floorplan	416	3541
-- worst reg2reg max path: stages (launching register included) --
cell and delay, ps:
sky130_fd_sc_hd__dfxtp_1 390, sky130_fd_sc_hd__nor4_1 390, sky130_fd_sc_hd__nand4_1 120, sky130_fd_sc_hd__or3_1 460
sky130_fd_sc_hd__o21ai_4 590, sky130_fd_sc_hd__nor2_1 130
-- power groups by stage --
stage | Combinational [mW] | Clock (mW) | Sequential, mW
4_1_cts | 0.0251 | 0.524 | 0.460
5_1_grt | 0.0289 | 0.547 | 0.460
6_report | 0.0247 | 0.517 | 0.460
-- how the worst max path moves through the flow --
stage / from / end / slack, ps / cells after the start
CTS: shift[1]$_SDFFE_PP1P_ / fun[1] / 3730 / 1
global route: shift[1]$_SDFFE_PP1P_ / fun[1] / 3690 / 1
finish: shift[1]$_SDFFE_PP1P_ / fun[1] / 3740 / 1
-- sequential cells by signal, indices dropped and copies added (netlist names) --
register,flops
counter1_high,32
counter2_high,32
shift,5
in,2
-- cells in the final DEF (no fill, tap or decap), drive strengths merged, types with 3 or more instances in the layout --
cell type	instances
a31oi	4
nor4	15
nor3	11
inv	16
o22ai	3
nand4	32
clkbuf	13
nand3	23
and4	8
o21ai	5
xor2	33
and2	5
and3	13
nand2	23
xnor2	24
a21oi	8
nor2	72
clkdlybuf4s50	8
or3	5
ha	7
dfxtp	71
-- layer usage --
metal  track usage (%)  up-vias  share of wire [%]
met5                 0        -                  0
met4             1.600        0               0.71
met3             1.343        2                2.3
met2             17.23       37                 42
met1             18.46     1332                 55
li1                  -     1465                  -
-- cell type report --
type | count | area share, %
clock buffer | 13 | 6.735
inverter | 16 | 1.497
timing repair buffer | 9 | 2.183
sequential | 71 | 35.42
multi-input combinational | 312 | 48.71
tap | 143 | 4.459
clock inverter | 3 | 0.9978
-- logic make-up after synthesis --
logic type,Yosys count
AOI/OAI and AO/OA,29
xor gates and xnor gates,57
adders and majority gates,7
buffers and inverters,33
DFF,71
and+or+nand+nor,219
No activity file was given, so power comes from the tool's default toggle rates.
